--- flow/design.v ---
module data_manager #(
    parameter int DEPTH      = 7,     
    parameter int DATA_WIDTH = 32      
)(
    input  logic                    clk,
    input  logic                    reset,
    output logic                    valid_o,
    input  logic                    ready_i,
    output logic [DATA_WIDTH-1:0]   data_o,
    output logic [$clog2(DEPTH)-1:0] data_id,
    input  logic                    abort_vld,
    input  logic [$clog2(DEPTH)-1:0] abort_id,
    input  logic [$clog2(DEPTH)-1:0] retire_ptr,
    input  logic [DATA_WIDTH-1:0]   abort_data
);
    localparam int PTR_W = $clog2(DEPTH);
    localparam int CNT_W = $clog2(DEPTH + 1);
    logic [DATA_WIDTH-1:0] internal_buffer [0:DEPTH-1];
    logic [PTR_W-1:0]  send_ptr;
    logic [PTR_W-1:0]  retire_ptr_q;
    logic [CNT_W-1:0]  outstanding_cnt;
    logic [DATA_WIDTH-1:0] current_data;
    logic             send_fire;
    logic [CNT_W-1:0] retire_diff;
    assign valid_o   = (outstanding_cnt < DEPTH);
    assign send_fire = valid_o && ready_i;
    assign data_o    = current_data;
    assign data_id   = send_ptr;
    function automatic logic [CNT_W-1:0] calc_distance(
        input logic [PTR_W-1:0] head, 
        input logic [PTR_W-1:0] tail
    );
        if (head >= tail) begin
            calc_distance = head - tail;
        end else begin
            calc_distance = (CNT_W'(head) + CNT_W'(DEPTH)) - CNT_W'(tail);
        end
    endfunction
    assign retire_diff = calc_distance(retire_ptr, retire_ptr_q);
    always_ff @(posedge clk) begin
        if (send_fire && !abort_vld) begin
            internal_buffer[send_ptr] <= current_data;
        end
    end
    always_ff @(posedge clk) begin
        if (reset) begin
            send_ptr        <= '0;
            retire_ptr_q    <= '0;
            outstanding_cnt <= '0;
            current_data    <= '0;
        end else begin
            retire_ptr_q <= retire_ptr;
            if (abort_vld) begin
                send_ptr        <= abort_id;
                current_data    <= abort_data;
                outstanding_cnt <= calc_distance(abort_id, retire_ptr);
            end else begin
                if (send_fire) begin
                    send_ptr     <= (send_ptr == PTR_W'(DEPTH - 1)) ? '0 : send_ptr + 1'b1;
                    current_data <= current_data + 1'b1;
                end
                outstanding_cnt <= outstanding_cnt + (send_fire ? 1'b1 : '0) - retire_diff;
            end
        end
    end
endmodule
--- flow/run.sh ---
#!/bin/bash
# OpenROAD 26Q1-2900-gdf79404cd8, Yosys 0.63+post, stock flow scripts
make -C /OpenROAD-flow-scripts/flow DESIGN_CONFIG=/design/flow/config.mk WORK_HOME=/design/flow/orfs finish
--- flow/config.mk ---
export PLATFORM = sky130hd
export DESIGN_NAME = data_manager
export DESIGN_NICKNAME = data_manager
export VERILOG_FILES = /design/flow/design.v
export SDC_FILE = /design/flow/constraint.sdc
export NUM_CORES = 4
export LEC_CHECK = 1
export CORE_UTILIZATION = 30
--- flow/constraint.sdc ---
current_design data_manager

set clk_period 3.3
set clk_io_pct 0.2

create_clock -name clk0 -period $clk_period [get_ports {clk}]

set non_clock_inputs [all_inputs -no_clocks]
set_input_delay [expr $clk_period * $clk_io_pct] -clock clk0 $non_clock_inputs
set_output_delay [expr $clk_period * $clk_io_pct] -clock clk0 [all_outputs]
==> reports/metrics.yaml <==
row_count: 33
synth.distinct_cells: 36
synth-compound-area-share: 0.151
register_area_sq_um: 821
cts_buffer_depth: 2
n_fill_cell: 835
hold_violations: 0
top_area_cell: "dfxtp_1"
crit_type: "input pin to register"
port_buffers: 77
final_util: 0.434
switching_share: 0.282
power.total_mw: 1.29
cap_violations: 0
period_used_share: 0.929
setup_violations: 0
fin_skew_ns: 0.00523
clock_latency_ns: 0.29
path_max_fanout: 3
drcViolationCount: 0
finalNonFillerCells: 497
cts-root-buf: "clkbuf_8"
avgViaCountPerCell: 4.64
die_x_um: 95.8
vias: 2306
p_sw_mw: 0.363
ff_type: "dfxtp_1"
core_area_sq_um: 8380
dieArea_sq_um: 9180
chipHeight_um: 95.8
seqPwrFrac: 0.452
period_needed_ns: 3.06
grt_pass1_vias: 2160
grt_use_total: 0.141
power.leakage_nw: 1.53
ys_sh_simple: 0.194
cp-start-kind: "input pin"
logic_area_sq_um: 1590
postSynthCellCount: 313
p_int_mw: 0.923
combPwrFrac: 0.272
yosysWarnings: 1
vdd_drop_max_v: 0.000135
mux_share: 0.0346
clock_power_share: 0.276
dr.pass1.iters: 4
drv_slew: 0
lay_top_count: "clkdlybuf4s50_1"
dr.first_iter.drc_count: 58
ys_cells: 313
ys_sh_adder: 0.0947
relSlewSlack: 0.514
grt_max_degree: 41
clock_sinks: 41
num_antenna_cells: 0
synthArstFlopShare: 0
drive_gt1_frac: 0.0714
max_freq_mhz: 326
cp.required_ns: 3.48
syn_to_final_growth_pct: 37.7
routabilityCongestion: 0.806
tns_ns: 0
grt_first_pass_wirelength_mm: 10.1
antenna_found_initial: 0
yosys_area_sq_um: 2640
synth_top_area_share: 0.311
wl_per_cell_um: 12.1
syn_area_sq_um: 2640
ant_nets: 0
status: "completed"
edf_count: 0
ys_sh_xor: 0.126
synth.ff_latch_count: 41
finish.instance_area_sq_um: 3640
ys_seq_share: 0.311
initCoreUtil: 0.315
wl_mm: 5.99
top_cells_by_area: "dfxtp_1 31%, xnor2_1 8.6%, o21a_1 6.0%, inv_1 5.8%, ha_1 5.7%"
hpwl_mm: 4.48
numCtsBuffers: 5
io_pins: 78
cts_tree: "yes"
warnings: 27
avgSynthCellArea_sq_um: 8.44
grt_overflow: 0
rsz0062_at_grt: "no"
power_density_nw_per_um2: 354
post-place-cells: 489
worst_slew_pin_slew_ns: 0.723
hold_path.class: "register to register"
logic_family: "simple AND/OR/NAND/NOR gates"
cts_htree_levels: 2
mostFrequentLayoutCells: "75 x clkdlybuf4s50_1, 41 x inv_1, 41 x dfxtp_1"
placedInstanceArea_sq_um: 3530
post_cts_buffers: 0
endpoint_kind: "register"
clk_pin_slew_ns: 0.09
crit_arrival_ns: 3.24
==> sequential cells by signal, summed over array words and instances (netlist names) <==
register         count
current_data        32
outstanding_cnt      3
retire_ptr_q         3
send_ptr             3
==> per-layer routing <==
metal | wire length [um] | track usage | up-vias
li1 | - | - | 1214
met4 | 48 | 0.0137 | 0
met2 | 2630 | 0.223 | 47
met1 | 3040 | 0.213 | 1041
met3 | 272 | 0.0217 | 4
met5 | 0 | 0 | -
==> synth_stat cells (5+ instances only) <==
cell	number
nand3_1	13
nand4_1	12
nor2_1	13
o21ai_0	5
nor2b_1	7
and4_1	5
dfxtp_1	41
xnor2_1	26
mux2i_1	8
fa_1	5
inv_1	41
a21oi_1	25
nand2_1	14
clkbuf_1	9
xor2_1	12
ha_1	12
nor3_1	7
a211oi_1	6
o21a_1	21
and3_1	6
==> critical path, stage by stage <==
cell	delay, ns
clkdlybuf4s50_1	0.43
ha_1	0.33
a21oi_1	0.13
o21ai_1	0.10
xor2_1	0.15
ha_1	0.28
inv_1	0.04
ha_1	0.18
fa_1	0.40
xnor2_2	0.15
xnor2_1	0.16
xnor2_1	0.13
o22ai_1	0.08
==> metrics by stage <==
step                      worst slack [ns]  hold WS [ns]
after floorplan                      0.374         0.524
after global placement              -0.163         0.566
after detailed placement            -0.208         0.577
after CTS                            0.111         0.599
after global routing                0.0754         0.621
final                                0.236         0.594
==> final timing paths <==
kind,endpoint,slack [ns],cells past startpoint,startpoint
setup / recovery,outstanding_cnt[2],0.24,13,retire_ptr[2]
hold / removal,current_data[31],0.59,2,current_data[31]
setup reg to reg,outstanding_cnt[2],0.67,13,retire_ptr_q[1]
hold reg to reg,current_data[31],0.59,2,current_data[31]
==> layout make-up <==
type                            instances  area share
Clock inverter                          2     0.00378
Clock buffer                            6      0.0227
Sequential cell                        41       0.226
Multi-Input combinational cell        215       0.438
Timing Repair Buffer                   87       0.232
Tap cell                              105      0.0361
Inverter                               41      0.0423
==> power groups by stage <==
stage         Combinational [mW]  Sequential (mW)  Clock [mW]
global route               0.396            0.590       0.389
finish                     0.350            0.581       0.355
CTS                        0.348            0.582       0.370
==> logic make-up (layout without fill, tap and decap cells) <==
family                   after synthesis  after routing
XOR/XNOR                              38             38
flip-flops                            41             41
buffers and inverters                 57            136
adder cells (fa/ha/maj)               17             17
AND-OR/OR-AND                         63             63
multiplexers                           9              9
AND/OR/NAND/NOR                       88             88
==> repair_timing <==
action / CTS / global route
hold buffers: 0 / 0
endpoints found under the setup margin: 0 / 1
resized: 0 / 2
Power figures rest on the tool's default switching activity, not on a simulated workload.
